==> design.v <==
module dat_mem #(parameter W=8, byte_count=256)(
  input                           clk,
                                  write_en,   
  input  [$clog2(byte_count)-1:0] raddr,      
                                  waddr,      
  input  [ W-1:0]                 data_in,
  output [ W-1:0]                 data_out
    );
logic [W-1:0] core[byte_count];	 
assign data_out = core[raddr] ;	 
always_ff @ (posedge clk)
  if (write_en)
    core[waddr] <= data_in;
endmodule
module lfsr6(
  input              clk,
                     en,		   
			         init,		   
  input       [5:0]  taps,		   
                     start,		   
  output logic[5:0]  state);	   
  logic[5:0] taptrn;			   
  always @(posedge clk)
	if(init) begin
	  state  <= start;			   
	  taptrn <= taps;			   
	end
	else if(en)					   
	  state  <= {state[4:0],^(state&taptrn)};
endmodule
module top_level (
  input        clk, 
               init,
  output logic done);
logic         write_en;         
logic[7:0] raddr,            
              waddr;            
logic[7:0] data_in;          
wire [7:0] data_out;         
logic         LFSR_en;          
logic[   5:0] taps,             
              start;            
logic[   7:0] pre_len;          
logic         taps_en,          
              start_en,         
              prelen_en;        
logic         load_LFSR;        
wire [   5:0] LFSR;             
logic[   7:0] scram;            
logic[   7:0] ct_inc;           
dat_mem dm1(.clk, .write_en, .raddr, .waddr,
            .data_in, .data_out);
lfsr6 l6(.clk, .en(LFSR_en), .init(load_LFSR),
         .taps, .start, .state(LFSR));
logic[7:0] ct;                   
always @(posedge clk)
  if(init)
    ct <= 0;
  else 
	ct <= ct + ct_inc;      
always_comb begin
  write_en  = 'b0;          
  LFSR_en   = 'b0;          
  prelen_en = 'b0;          
  taps_en   = 'b0;          
  start_en  = 'b0;          
  load_LFSR = 'b0;          
  ct_inc    = 'b1;          
  case(ct)
    0,1: begin   
           raddr     = 'd0;          
   		   waddr     = 'd64;    	 
         end        
    2:   begin              
           raddr      = 'd61;
           waddr      = 'd64;          
           prelen_en  = 'b1;
         end
    3:   begin              
           raddr      = 'd62;   
           waddr      = 'd64;
           taps_en    = 'b1;
         end                
    4:   begin
           raddr      = 'd63;
		   waddr      = 'd64;
           start_en   = 'b1;
         end
	5:   begin
	       raddr      = 'd0;
		   waddr      =	'd64;
		   load_LFSR  = 'b1;    
		 end
    6:   begin             
	       raddr      = 'd0;
		   waddr      =	'd64;
         end       
	default: begin
        LFSR_en = 'b1;
        write_en = 'b1;
        if (ct < pre_len + 7) begin 
            raddr = 'd0;
            data_in = data_out ^ {2'b0, LFSR};
        end else begin 
            raddr = ct - 7 - pre_len + 1;
            data_in = data_out ^ LFSR;
        end
        waddr = 'd64 + ct - 7;
	     end
  endcase
end 
always @(posedge clk)
  if(prelen_en)
    pre_len <= data_out;       
  else if(taps_en)
    taps    <= data_out;       
  else if(start_en)
    start   <= data_out;       
assign done = ct == 64 + 8;
endmodule
==> run.sh <==
#!/bin/bash
# OpenROAD 26Q1-2900-gdf79404cd8, Yosys 0.63+post, stock flow scripts
make -C /OpenROAD-flow-scripts/flow DESIGN_CONFIG=/design/flow/config.mk WORK_HOME=/design/flow/orfs finish
==> config.mk <==
export PLATFORM = sky130hd
export DESIGN_NAME = top_level
export DESIGN_NICKNAME = top_level
export VERILOG_FILES = /design/flow/design.v
export SDC_FILE = /design/flow/constraint.sdc
export NUM_CORES = 4
export LEC_CHECK = 1
export CORE_AREA = 10 10 70 70
export DIE_AREA = 0 0 80 80
export SYNTH_HDL_FRONTEND = slang
==> constraint.sdc <==
current_design top_level

set clk_period 2.4
set clk_io_pct 0.2

create_clock -name clk0 -period $clk_period [get_ports {clk}]

set non_clock_inputs [all_inputs -no_clocks]
set_input_delay [expr $clk_period * $clk_io_pct] -clock clk0 $non_clock_inputs
set_output_delay [expr $clk_period * $clk_io_pct] -clock clk0 [all_outputs]
==> impl_metrics.tcl <==
# place-and-route summary
set metrics [dict create \
    reg_top3 "ct x8" \
    tightest_slew_ns 0.2612 \
    synth_area_per_cell_um2 8.823 \
    ys_cells 39 \
    status "finished, final reports clean" \
    rsz0062_at_grt "no" \
    io_pins 3 \
    antenna_found_initial 0 \
    rows 21 \
    p_seq_frac 0.564 \
    grt_pass1_wl_um 931 \
    ant_nets 0 \
    top_cell_area_share 0.4655 \
    setup_violations 0 \
    crit_type "flip-flop to output port" \
    synth_cell_type_count 16 \
    fp_util 0.1007 \
    p_int_mw 0.2012 \
    drt_iter0_drc 7 \
    final.min_clock_period_ns 2.102 \
    cts_num_sinks 8 \
    post_cts_resized 0 \
    cp_data_arrival_time_ns 1.62 \
    hold_end "ct[0]" \
    ys_seq_frac 0.4655 \
    ys.flops 8 \
    switching_power_mw 0.05141 \
    cts_tree "built" \
    drc 0 \
    cts_buffer_depth 2 \
    grt_start_max_net_pins 9 \
    critPathLaunchType "flip-flop" \
    crit_path_max_fanout 4 \
    setup_tns_ns 0 \
    wirelength_um 575 \
    clk_latency_ns 0.25 \
    relSlewSlack 0.8253 \
    die_w_um 80 \
    h-tree-depth 1 \
    startpoint "ct[0]" \
    hpwlAfterDp_um 436.2 \
    drv_slew 0 \
    wl_per_cell_um 6.461 \
    cts.clk_slew.worst_paths_ns 0.05 \
    diodes 0 \
    warning_count 26 \
    top_cells_by_area "dfxtp_1 (47%), ha_1 (7.3%), nor2_1 (5.5%), or3_1 (5.5%), xor2_1 (5.1%)" \
    post_cts_buffers 0 \
    io_buffers 2 \
    cpMaxStageDelayCell "clkdlybuf4s50_1" \
    largest_register "ct" \
    slowest_delay_ns 0.52 \
    crit_chain "inv_1 > ha_1 > nand3_1 > nor4b_1 > clkdlybuf4s50_1" \
    routabilityCongestion 0.7556 \
    vias 258 \
    lay_top_count "dfxtp_1" \
    synth_top_cell_by_area "dfxtp_1" \
    r2r-start "ct[0]" \
    min_path_type "flip-flop to flip-flop" \
    detail_route.vias_per_cell 2.899 \
    grt_remaining_overflow 0 \
    swShare 0.2035 \
    ys_warn_count 0 \
    cts_made_buffers 3 \
    postSynthCellCount 39 \
    dp_cells 86 \
    ir_drop_mv 0.09582 \
    cap_violations 0 \
    cts_hold_repair.buffers 0 \
    worstSetupEndpointType "output port" \
    power.density_nw_per_um2 573.5 \
    track_usage 0.01906 \
    die_h_um 80 \
    final_cell_mix "dfxtp_1 (8), nor2_1 (5)" \
    largest_register_ffs 8 \
    finalNonFillerCells 89 \
    yosysChipArea_um2 344.1 \
    fin_skew_ns 0.004443 \
    die-area_um2 6400 \
    min_path_cells 1 \
    final_layout_size_suffix_gt1_frac 0.09302 \
    combinationalPowerShare 0.052 \
    cts_root_buf "clkbuf_4" \
    r2r_end "ct[6]" \
    syn_area_um2 344.1 \
    worstRegToRegCells 4 \
    worstPathRequired_ns 1.92 \
    drt_pass1_iterations 2 \
    leakagePower_nw 0.1349 \
    finalClockPeriodUsage 0.8758 \
    area_delta_synth_final_pct 28.00 \
    hold_start "ct[0]" \
    grt_pass1_vias 232 \
    hold_viol_final 0 \
    clkPwrFrac 0.384 \
    fmax_mhz 475.8 \
    core_area_um2 3416 \
    reg2reg_slack_ns 1.18 \
]
-- how the worst max path moves through the flow --
stage / end / slack (ns) / cells after the start
5_1_grt: done / 0.16 / 5
6_report: done / 0.30 / 5
4_1_cts: done / 0.28 / 5
-- per-stage QoR --
stage | util | cell area, um2 | hold WS [ns] | total power, mW | worst slack (ns)
after floorplan | - | 344.1 | 0.4400 | 0.1538 | 1.205
after global placement | 0.1223 | 417.9 | 0.4541 | 0.1574 | 0.5250
after detailed placement | 0.1223 | 417.9 | 0.4616 | 0.1579 | 0.5488
after CTS | 0.1289 | 440.4 | 0.4743 | 0.2584 | 0.2774
after global routing | 0.1289 | 440.4 | 0.5099 | 0.2674 | 0.1581
final | 0.1289 | 440.4 | 0.4712 | 0.2526 | 0.2981
-- cell type report --
cell class | instances | area (um2)
repair buffers | 2 | 20.02
multi-input cells | 28 | 172.7
clock buffers | 3 | 22.52
flip-flops and latches | 8 | 160.2
fillers | 399 | 2975
well taps | 46 | 57.56
inverters | 2 | 7.507
-- cell usage after synthesis (all sizes together) --
cell type / instances
a21oi: 3
clkbuf: 1
dfxtp: 8
ha: 2
inv: 2
nand2: 2
nand3: 4
nand4: 1
nor2: 5
nor2b: 1
nor4b: 1
o21ai: 3
or3: 3
xnor2: 1
xor2: 2
-- routing by layer --
metal / part of all wire / vias to the layer above / GRT usage
met4: 0 / 0 / 0.001761
met3: 0.16 / 0 / 0.02273
met5: 0 / - / 0
met1: 0.48 / 107 / 0.01882
li1: - / 146 / -
met2: 0.36 / 5 / 0.02648
-- worst max-delay path: cells and delay by family, from the launching register on --
family	cells	cell delay [ns]
buf+inv	2	0.58
simple gates	2	0.32
fa+ha+maj	1	0.14
flops	1	0.34
-- power by group through the flow --
| stage | clock, mW | combinational, mW | sequential (mW) |
|---|---|---|---|
| after CTS | 0.103 | 0.0133 | 0.142 |
| after global routing | 0.109 | 0.0157 | 0.143 |
| final | 0.0971 | 0.0131 | 0.142 |
-- kinds of logic after synthesis --
logic type | after synthesis | synth area share
simple gates | 17 | 0.2655
flops | 8 | 0.4654
compound gates | 6 | 0.08725
xor+xnor | 3 | 0.07638
buf+inv | 3 | 0.03272
fa+ha+maj | 2 | 0.07272
Power and IR drop assume default switching activity.
